==> flow/config.mk <==
export PLATFORM = sky130hd
export DESIGN_NAME = driver7
export DESIGN_NICKNAME = driver7
export VERILOG_FILES = /design/flow/design.v
export SDC_FILE = /design/flow/constraint.sdc
export NUM_CORES = 4
export LEC_CHECK = 1
export CORE_UTILIZATION = 40
==> flow/constraint.sdc <==
current_design driver7

set clk_period 2.0
set clk_io_pct 0.2

create_clock -name clk0 -period $clk_period [get_ports {clk}]

set non_clock_inputs [all_inputs -no_clocks]
set_input_delay [expr $clk_period * $clk_io_pct] -clock clk0 $non_clock_inputs
set_output_delay [expr $clk_period * $clk_io_pct] -clock clk0 [all_outputs]
==> flow/design.v <==
`timescale 1ns / 1ps
module decoder7(
    input [3:0] in,
    output reg [6:0] segment  
    );
    always @(in)
    begin
    case (in)
    0: segment=7'b0000001; 
    1: segment=7'b1001111;
2: segment=7'b0010010;
        3: segment=7'b0000110;
        4: segment=7'b1001100;
        5: segment=7'b0100100;
        6: segment=7'b0100010;
        7: segment=7'b0001111;
        8: segment=7'b0000010;
        9: segment=7'b0001100;
        endcase
        end
endmodule
`timescale 1ns / 1ps
module driver7(
    input clk,
    input clr,
    input [3:0] in1,
    input [3:0] in2,
    input [3:0] in3,
    input [3:0] in4,
    output reg [6:0] seg,
    output reg [3:0] an
    );
    wire [6:0] seg1, seg2, seg3, seg4;
    reg [12:0] segclk;
    localparam LEFT= 2'b00, MIDLEFT = 2'b01, MIDRIGHT = 2'b10, RIGHT = 2'b11;
    reg [1:0] state = LEFT;
    always @(posedge clk)
        segclk = segclk + 1'b1;
    always @(posedge segclk[12] or posedge clr)
    begin
        if (clr == 1)
        begin
            seg <= 7'b0000000;
            an <= 4'b0000;
            state <= LEFT;
        end 
        else
        begin
            case (state)
                LEFT:
                begin
                    seg <= seg1;
                    an <= 4'b0111;
                    state <= MIDLEFT;
                end
                MIDLEFT:
                begin
                    seg <= seg2;
                    an <= 4'b1011;
                    state <= MIDRIGHT;
                end
                MIDRIGHT:
                begin
                    seg <= seg3;
                    an <= 4'b1101;
                    state <= RIGHT;
                end
                RIGHT:
                begin
                    seg <= seg4;
                    an <= 4'b1110;
                    state <= LEFT;
                end
            endcase
        end
    end
    decoder7 disp1 (.in(in1), .segment(seg1));
    decoder7 disp2 (.in(in2), .segment(seg2));
    decoder7 disp3 (.in(in3), .segment(seg3));
    decoder7 disp4 (.in(in4), .segment(seg4));
endmodule
==> flow/run.sh <==
#!/bin/bash
# OpenROAD 26Q1-2900-gdf79404cd8, Yosys 0.63+post, stock flow scripts
make -C /OpenROAD-flow-scripts/flow DESIGN_CONFIG=/design/flow/config.mk WORK_HOME=/design/flow/orfs finish
==> impl_metrics.tcl <==
# collected from the flow reports
set metrics [dict create \
    drt_iter0_markers 99 \
    drc 0 \
    cts_max_level 1 \
    crit_required_ns 2.18 \
    rsz0062_at_grt "false" \
    hold_viol 0 \
    portBuffers 28 \
    power_frac_comb 0.220 \
    syn_area_um2 2040 \
    cts-buffers-inserted 3 \
    yosys_warnings 2 \
    crit_path_start_kind "flop" \
    syn_avg_cell_area_um2 9.00 \
    place_congestion 0.752 \
    path_max_fanout 4 \
    core_area_um2 4820 \
    grt_overflow 0 \
    layout-drive-gt1-share 0.0375 \
    fp_util 0.424 \
    via_count 1460 \
    worst_slew_pin_slew_ns 0.474 \
    crit_type "flop to flop" \
    seqCellArea_um2 1010 \
    ant_nets 0 \
    fill_cells 479 \
    max_freq_ghz 0.821 \
    routed_wl_mm 3.21 \
    grt_pass1_wl_mm 5.45 \
    vias_per_cell 4.76 \
    warnings 29 \
    maxSlewViolCount 0 \
    ios 29 \
    die_x_um 73.5 \
    skew_ns 0.000326 \
    clk_pin_slew_ns 0.06 \
    p_leak_nw 1.02 \
    setup_viol 0 \
    p_seq_frac 0.446 \
    dieArea_um2 5400 \
    mostFrequentLayoutCells "28 x dlxtn_1, 28 x clkdlybuf4s50_1, 19 x a21oi_1, 18 x inv_1, 18 x nor2_1" \
    p_sw_mw 0.183 \
    untimed_endpoints 52 \
    slew_headroom 0.684 \
    finalCriticalPeriod_ns 1.22 \
    ys.flops 54 \
    fin_ws_ns 0.782 \
    r2r_slack_ns 0.78 \
    wire_per_inst_um 10.4 \
    ys_cells 227 \
    cts_resized 0 \
    cp-end-kind "flop" \
    ir_drop_mv 0.527 \
    timing.rr.end "segclk[12]" \
    cts_tree "yes" \
    status "finished clean" \
    grt_pass1_vias 1263 \
    hold_path.class "flop to flop" \
    rows 25 \
    tns_ns 0 \
    r2r_start "segclk[0]" \
    cts.hold.buffers_added 0 \
    dieHeight_um 73.5 \
    clockPowerShare 0.334 \
    synth_cell_types 32 \
    netlist_instances 227 \
    area_growth_pct 16.5 \
    antenna_found_initial 0 \
    min_from "segclk[0]" \
    holdPathStages 1 \
    intPower_mw 0.516 \
    diodes 0 \
    logic_area_um2 897 \
    drv_cap 0 \
    yosysChipArea_um2 2040 \
    hpwl_mm 2.48 \
    root_buffer "clkbuf_8" \
    r2r_cells 4 \
    clkLatencyLatePin_ns 0.24 \
    drt_first_pass_iters 4 \
    grt_max_degree 16 \
    ctsLongestPathBuffers 2 \
    unclocked_regs 41 \
    cp.arrival_ns 1.39 \
    grt_usage 0.129 \
    power.density_nw_per_um2 294 \
    place_ws_ns 0.788 \
    switching_share 0.262 \
    cts_setup_buffers 0 \
    fin_crit_sh 0.609 \
    hold-path-endpoint "segclk[0]" \
]
-- sequential cells by signal, indices dropped and copies added, names as in the netlist --
register       cells
an                 4
disp1.segment      7
disp2.segment      7
disp3.segment      7
disp4.segment      7
seg                7
segclk            13
state              2
-- power by group through the flow --
stage                 Sequential (mW)  Clock [mW]  Combinational (mW)
after CTS                       0.312       0.236               0.155
after global routing            0.313       0.248               0.175
final                           0.312       0.234               0.154
-- critical path: stages (launching register included) --
cell and delay [ns]:
dfxtp_1 0.37, ha_1 0.26, inv_1 0.08, nor4_2 0.29, xor2_1 0.15
-- final cells by class --
cell class,count,share of cell area
clock buffer,3,0.0173
clock inverter,1,0.00210
inverter,18,0.0284
multi-input combinational,136,0.377
sequential,54,0.422
tap,67,0.0352
timing repair buffer,28,0.118
-- synthesized netlist by cell type (all sizes together) --
cell    number  area share
clkbuf      17       0.031
nand2b       6       0.018
buf          2      0.0043
dlxtn       28        0.21
o31a         1      0.0043
xnor2       10       0.043
or2          1      0.0031
mux2i        1      0.0049
a222oi       7       0.034
and3b        2      0.0086
o21ai       10       0.024
a31o         1      0.0043
or3          1      0.0031
nor3        14       0.034
a21oi       19       0.047
dfxtp       13        0.13
o31ai        2      0.0073
nand4        1       0.010
o22ai        3      0.0092
ha           6       0.037
nor4         5       0.026
nand3        6       0.015
xor2         9       0.039
dfrtp       13        0.16
nand2        5      0.0092
o21a         1      0.0037
inv         18       0.033
nor2        18       0.033
nor2b        7       0.021
-- cell families after synthesis --
logic type,count (synthesis),synth area share
flops,26,0.287
latches,28,0.206
mux,1,0.00490
compound gates,44,0.134
fa+ha+maj,6,0.0367
xor+xnor,19,0.0814
simple gates,66,0.182
buf+inv,37,0.0686
-- worst max path at each step --
stage,cells past startpoint,end,from
after CTS,4,segclk[12],segclk[0]
after global routing,4,segclk[12],segclk[0]
final,4,segclk[12],segclk[0]
-- through the flow --
stage | instances | power, mW | cell area [um2] | hold slack [ns] | util
floorplan | 227 | 0.427 | 2040 | 0.383 | -
global placement | 303 | 0.473 | 2330 | 0.393 | 0.485
detailed placement | 303 | 0.472 | 2330 | 0.401 | 0.485
CTS | 307 | 0.703 | 2380 | 0.415 | 0.494
global route | 307 | 0.737 | 2380 | 0.425 | 0.494
finish | 307 | 0.699 | 2380 | 0.412 | 0.494
-- routing by layer --
metal	routed length (um)	up-vias	global-route usage
li1	-	790	-
met1	1660	640	0.215
met2	1410	26	0.202
met3	117	4	0.00555
met4	21	0	0.0107
met5	0	-	0
Power is estimated from default activity; no workload was simulated.
