**config.mk**
```make
export PLATFORM = sky130hd
export DESIGN_NAME = clock
export DESIGN_NICKNAME = clock
export VERILOG_FILES = /design/flow/design.v
export SDC_FILE = /design/flow/constraint.sdc
export NUM_CORES = 4
export LEC_CHECK = 1
export CORE_UTILIZATION = 40
```
**run.sh**
```bash
#!/bin/bash
# OpenROAD 26Q1-2900-gdf79404cd8, Yosys 0.63+post, stock flow scripts
make -C /OpenROAD-flow-scripts/flow DESIGN_CONFIG=/design/flow/config.mk WORK_HOME=/design/flow/orfs finish
```
**design.v**
```verilog
`timescale 1ns / 1ps
module bcdconverter(
    input [11:0] binary,
    output reg [3:0] thos,
    output reg [3:0] hund,
    output reg [3:0] tens,
    output reg [3:0] ones
    );
    reg [11:0] bcd_data;
    always @ (binary)
    begin
        bcd_data = binary;
        thos = bcd_data / 1000;
        bcd_data = bcd_data % 1000;
        hund = bcd_data / 100;
        bcd_data = bcd_data % 100;
        tens = bcd_data / 10;
        ones = bcd_data % 10;
    end
endmodule
`timescale 1ns / 1ps
module clock(
    input clk,
    input en,
    input rst,
    input hrup,
    input minup,
    input s1,
    output [3:0] s2,
    output [3:0] m1,
    output [3:0] m2,
    output [3:0] h1,
    output [3:0] h2
    );
    reg [5:0] hour = 0, min = 0, sec = 0;
    integer clck = 0;
    localparam onesec = 100_000_00; 
    always @ (posedge clk)
    begin
        if (rst == 1'b1)
            {hour, min, sec} <= 0;
        else if (minup == 1'b1)
        begin
            if (min == 6'd59)
                min <= 0;
            else
                min <= min + 1'd1;
        end
        else if (hrup == 1'b1)
        begin
            if (hour == 6'd23)
                hour <= 0;
            else
                hour <= hour + 1'd1;
        end
        else if (en == 1'b1)
        begin
            if (clck == onesec)
            begin
                clck <= 0;
                if (sec == 6'd59)
                begin
                    sec <= 0;
                    if (min == 6'd59)
                    begin
                        min <= 0;
                        if (hour == 6'd23)
                            hour <= 0;
                        else 
                            hour <= hour + 1'd1;
                    end
                    else
                        min <= min + 1'd1;
                end
                else 
                    sec <= sec + 1'd1;
            end 
            else 
                clck <= clck + 1;
        end
    end
    bcdconverter sec_conv(.binary(sec), .thos(), .hund(), .tens(s2), .ones(s1));
    bcdconverter min_conv(.binary(min), .thos(), .hund(), .tens(m2), .ones(m1));
    bcdconverter hour_conv(.binary(hour), .thos(), .hund(), .tens(h2), .ones(h1));
endmodule
```
**constraint.sdc**
```tcl
current_design clock

set clk_period 7.0
set clk_io_pct 0.2

create_clock -name clk0 -period $clk_period [get_ports {clk}]

set non_clock_inputs [all_inputs -no_clocks]
set_input_delay [expr $clk_period * $clk_io_pct] -clock clk0 $non_clock_inputs
set_output_delay [expr $clk_period * $clk_io_pct] -clock clk0 [all_outputs]
```
==> flow_summary.json <==
{
  "ff_type": "edfxtp_1",
  "min_path_type": "flip-flop to flip-flop",
  "synth_top_cell_by_area": "edfxtp_1",
  "synth_flops": 50,
  "tool_warnings": 34,
  "postSynthSeqShare_pct": 39.24,
  "synth.avg_cell_area_sq_um": 9.003,
  "maxCapViolCount": 0,
  "cpPeakStageDelay_ns": 0.68,
  "portBuffers": 21,
  "p_sw_w": 0.0001169,
  "crit_chain": "nor2_1 > inv_1 > ha_1 > nand2b_1 > o221ai_1 > o21a_1 > inv_1 > xnor2_1 > ha_1 > a31oi_1 > xnor2_1 > clkdlybuf4s50_1",
  "power_frac_seq_pct": 58.3,
  "pin_count": 26,
  "ys_types": 55,
  "power_density_mw_per_mm2": 147.7,
  "diodes": 0,
  "cp-end-kind": "primary output",
  "period_used_pct": 66.05,
  "combPwrFrac_pct": 4.7,
  "grt_pass1_wl_um": 10150,
  "cts_setup_buffers": 0,
  "dp_hpwl_um": 4184,
  "yosys-stat-cells": 374,
  "slew_headroom_pct": 46.11,
  "drc": 0,
  "synthArstFlopShare_pct": 0,
  "reg2reg_depth": 7,
  "drt_wl_total_um": 6014,
  "yosysMostFrequentCell": "nor2_1",
  "die_x_um": 93.75,
  "grt_usage_pct": 14.35,
  "routed_via_density": 5.254,
  "top_cell_area_share_pct": 28.54,
  "hold_violations": 0,
  "ctsHtreeMaxLevel": 2,
  "cts_max_path_buffers": 2,
  "fp-row-count": 33,
  "synth_area_sq_mm": 0.003367,
  "crit_required_ns": 5.60,
  "clkTransAtPathRegs_ns": 0.09,
  "p_leak_nw": 1.286,
  "rsz0062_at_grt": "no",
  "vias": 2569,
  "chip_area_sq_mm": 0.008788,
  "fp_util_pct": 41.18,
  "area_growth_syn_to_layout_pct": 10.93,
  "rrSetupSlack_ns": 4.23,
  "die_y_um": 93.75,
  "postCtsResizedCells": 0,
  "hold_end": "hour[0]",
  "r2r-end": "min[4]",
  "layout_min_cycle_time_ns": 4.623,
  "cts-root-buf": "clkbuf_8",
  "drive_above_1_share_pct": 4.688,
  "grt_max_degree": 33,
  "area_leaders": "edfxtp_1 29%, dfxtp_1 11%, xnor2_1 7.3%, ha_1 5.9%, nor2_1 4.5%",
  "max_freq_mhz": 216.3,
  "globalplace.congestion": 0.7796,
  "hold_slack_ns": 0.5423,
  "switching_share_pct": 21.18,
  "ys_warn_count": 6,
  "drv_slew": 0,
  "ys_chip_area_sq_mm": 0.003367,
  "antenna_found_initial": 0,
  "cts_buffers": 5,
  "worstSetupPathType": "flip-flop to primary output",
  "outcome": "finished clean",
  "coreArea_sq_mm": 0.008175,
  "crit_slowest_cell": "dfxtp_1",
  "first_pass_iters": 6,
  "setup_viol": 0,
  "place_area_sq_mm": 0.003623,
  "clock_latency_ns": 0.30,
  "grt_overflow": 0,
  "p_total_w": 0.0005518,
  "tightest_slew_ns": 0.8066,
  "min_from": "hour[0]",
  "common_cells": "40 x nor2_1, 33 x nand2_1, 32 x edfxtp_1",
  "clock_sinks": 50,
  "routedWlPerCell_um": 12.30,
  "synthCells": 374,
  "fin_skew_ns": 0.008775,
  "intPower_w": 0.0004349,
  "ant_nets": 0,
  "cp.arrival_ns": 3.22,
  "cts_tree": "built",
  "whs_path_depth": 2,
  "final_area_sq_mm": 0.003735,
  "edf_count": 32,
  "clkPwrFrac_pct": 37.0,
  "ir_drop_mv": 0.09727,
  "path_buffers": 3,
  "drt-initial-drc-count": 107,
  "grt_pass1_vias": 2269,
  "crit_family": "flip-flops",
  "worstReg2RegStart": "clck[28]",
  "crit_fanout": 17,
  "cp-start-kind": "flip-flop",
  "fin_setup_tns_ns": 0,
  "ctsHoldBuffers": 0
}
==> worst min-delay path: cells and delay by family, from the launching register on <==
family	cells	cell delay [ns]
flops	1	0.37
compound gates	1	0.06
simple gates	1	0.07
==> how the worst max path moves through the flow <==
stage / startpoint / end / slack, ns / depth (start not counted)
6_report: min[3] / m1[3] / 2.38 / 12
4_1_cts: min[3] / m1[3] / 2.37 / 12
5_1_grt: min[3] / m1[3] / 2.12 / 12
==> power groups by stage <==
stage / registers (W) / logic [W] / clock network, W
final: 0.000322 / 0.0000257 / 0.000204
after global routing: 0.000323 / 0.0000296 / 0.000221
after CTS: 0.000322 / 0.0000262 / 0.000210
==> stage by stage <==
| step | instances | utilization, % | worst slack (ns) |
|---|---|---|---|
| after floorplan | 376 | - | 3.395 |
| after global placement | 481 | 44.32 | 2.754 |
| after detailed placement | 481 | 44.32 | 2.743 |
| after CTS | 489 | 45.68 | 2.366 |
| after global routing | 489 | 45.68 | 2.121 |
| final | 489 | 45.68 | 2.377 |
==> cells by family after synthesis <==
| kind of cell | share of synthesized area [%] |
|---|---|
| buffers and inverters | 5.351 |
| multiplexers | 1.524 |
| adder cells (fa/ha/maj) | 5.946 |
| AND-OR/OR-AND | 11.00 |
| AND/OR/NAND/NOR | 25.90 |
| flip-flops | 39.24 |
| XOR/XNOR | 10.93 |
| other | 0.1114 |
==> metal layers <==
metal	share of wire, %	track usage [%]	vias up
met5	0	0	-
met4	0.58	1.154	0
met3	3.1	2.551	4
met2	44	22.02	37
met1	52	22.59	1185
li1	-	-	1343
==> state kept, by name, indices dropped and copies added, names as in the netlist <==
| name | cells |
|---|---|
| sec | 6 |
| clck | 32 |
| hour | 6 |
| min | 6 |
==> cell type report <==
cell class / count / area [sq um]
flip-flops and latches: 50 / 1321
clock buffers: 5 / 68.82
clock inverters: 3 / 42.54
inverters: 18 / 67.56
multi-input cells: 285 / 1878
repair buffers: 23 / 225.2
well taps: 105 / 131.4
fillers: 785 / 4441
==> placed cells by master, fill, tap and decap left out, drive strengths merged, types with 2 or more instances in the layout <==
cell / instances
o22ai: 2
and2: 5
ha: 16
a41o: 2
nor2: 40
or3: 5
buf: 2
nand2: 34
nand4b: 2
conb: 3
o221ai: 3
nor4b: 4
o21ai: 18
a31oi: 2
o21a: 2
nand3: 23
a41oi: 2
nor2b: 3
and3: 7
nand4: 12
o211ai: 2
edfxtp: 32
mux2i: 4
xnor2: 28
clkbuf: 5
inv: 19
clkdlybuf4s50: 21
nand2b: 6
xor2: 14
or2: 2
a21oi: 12
nor4: 4
and4: 6
nor3b: 2
a311oi: 2
dfxtp: 18
nor3: 5
Power and IR drop assume default switching activity.
